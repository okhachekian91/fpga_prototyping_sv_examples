[run.sh]
#!/bin/bash
# OpenROAD 26Q1-2900-gdf79404cd8, Yosys 0.63+post, stock flow scripts
make -C /OpenROAD-flow-scripts/flow DESIGN_CONFIG=/design/flow/config.mk WORK_HOME=/design/flow/orfs finish
[config.mk]
export PLATFORM = sky130hd
export DESIGN_NAME = fifo_fwft_extended
export DESIGN_NICKNAME = fifo_fwft_extended
export VERILOG_FILES = /design/flow/design.v
export SDC_FILE = /design/flow/constraint.sdc
export NUM_CORES = 4
export LEC_CHECK = 1
export CORE_UTILIZATION = 40
[constraint.sdc]
current_design fifo_fwft_extended

set clk_period 56.5
set clk_io_pct 0.2

create_clock -name clk0 -period $clk_period [get_ports {clk}]

set non_clock_inputs [all_inputs -no_clocks]
set_input_delay [expr $clk_period * $clk_io_pct] -clock clk0 $non_clock_inputs
set_output_delay [expr $clk_period * $clk_io_pct] -clock clk0 [all_outputs]
[design.v]
module fifo_fwft_extended # 
(
   parameter DWIDTH = 8,
   parameter AWIDTH = 8
)
(
   input  logic              clk,
   input  logic              rstn,
   input  logic [DWIDTH-1:0] din,
   input  logic              w_en,
   output logic [DWIDTH-1:0] dout,
   input  logic 	     r_en,
   output logic              full,
   output logic              empty,
   output logic              almost_full,
   output logic              almost_empty,
   output logic [AWIDTH:0] word_cnt
);
   localparam ALMOST_EMPTY_THRESH = 2**AWIDTH >> 2;
   localparam ALMOST_FULL_THRESH   = 3 * ALMOST_EMPTY_THRESH;
   logic [DWIDTH-1:0] ram [0:2**AWIDTH-1];
   logic [AWIDTH:0]   wr_ptr;
   logic [AWIDTH:0]   rd_ptr;
   always_ff @(posedge clk)
   begin
      if (!rstn)
      begin
         wr_ptr   <= 'b0;
         rd_ptr   <= 'b0;
      end
      else
      begin
         if ((w_en) && (!full))
            wr_ptr      <= wr_ptr + 1;
         if ((r_en) && (!empty))
            rd_ptr     <= rd_ptr + 1;
      end
   end
   always_ff @(posedge clk)
   begin
      if (!rstn)
         word_cnt <= 'b0;
      else if (((w_en) && (!full)) && ((r_en) && (!empty)))
         word_cnt <= word_cnt;
      else if ((w_en) && (!full))
         word_cnt <= word_cnt + 1;
      else if ((r_en) && (!empty))
         word_cnt <= word_cnt - 1;
   end
   always_ff @(posedge clk)
   begin
      if (w_en)
         ram[wr_ptr[AWIDTH-1:0]] <= din;
   end
   assign dout = ram[rd_ptr[AWIDTH-1:0]];
   assign full  = ((wr_ptr[AWIDTH] != rd_ptr[AWIDTH]) && (wr_ptr[AWIDTH-1:0] == rd_ptr[AWIDTH-1:0])) ? 1'b1 : 1'b0;
   assign empty = ((wr_ptr[AWIDTH] == rd_ptr[AWIDTH]) && (wr_ptr[AWIDTH-1:0] == rd_ptr[AWIDTH-1:0])) ? 1'b1 : 1'b0;
   assign almost_empty = (word_cnt <= ALMOST_EMPTY_THRESH);
   assign almost_full  = (word_cnt >= ALMOST_FULL_THRESH);
endmodule
==> flow_summary.yaml <==
# yosys + openroad results
grt:
  global_route.usage.total: 0.2121
  busiest_layer: "met2"
  met2_usage: 0.3015
  largest_net_degree_at_the_start_of_global_routing: 126
  grt_util_met3: 0.1506
  grt_pass1_wl_um: 284800
  globalRouteOverflowTotal: 0
  grt_pass1_vias: 42485
  antenna_found_initial: 2
  global_route_track_usage_on_met1: 0.2750
critical_path:
  critical_path.most_common_cell: "sky130_fd_sc_hd__buf_4"
  worst_ep_required_time_ns: 45.20
  crit_type: "flip-flop to output pin"
  category_of_cells_accounting_for_the_largest_share_of_critical_path_delay: "buffers and inverters"
  r2r_slack_ns: 52.78
  worstSetupEndpointType: "output pin"
  worstPathArrival_ns: 6.92
  start_kind: "flip-flop"
  slowest_stage: "sky130_fd_sc_hd__buf_4"
  biggest_cell_delay_along_the_critical_path_ns: 0.68
  path_buffers: 7
  largest_fanout_on_the_critical_path: 90
  crit_chain: "buf_4 -> buf_4 -> buf_12 -> buf_4 -> mux4_2 -> nor3_1 -> nor4_1 -> buf_4 -> nand3_1 -> nor4_1 -> buf_4 -> clkdlybuf4s50_1"
timing:
  final-hold-violation-count: 0
  grt_setup_unrepaired: "no"
  post-route-period-util: 0.3224
  worst_hold_slack_ns: 0.4994
  transition_time_at_the_pin_with_the_least_slew_margin_ns: 1.038
  finalSetupViolCount: 0
  final.setup_skew_ns: 0.05195
  worst_slack_ns: 38.28
  worst_slew_margin_rel: 0.3052
  fmaxAchievable_ghz: 0.05490
  finalSetupTns_ns: 0
  min_period_ns: 18.22
  final-max-slew-violation-count: 0
clock_tree:
  clk_transition_reported_paths_ns: 0.06
  tritoncts_num_sinks: 2083
  clock_latency_of_the_later_clocked_register_in_the_worst_skew_pair_ns: 0.84
  cts_tree: "yes"
  cts_inserted_buffers: 206
  cts.path.max_buffers: 3
  cts_hold_repair.buffers: 0
  post_cts.resized_instances: 0
  h-tree-depth: 4
  cts_root_cell: "sky130_fd_sc_hd__clkbuf_16"
  post-cts-setup-buffers: 0
status:
  status: "completed"
final_layout:
  instances_no_fill: 6823
  final-comb-area_um2: 17140
  flop_area_um2: 62210
  final_layout_size_suffix_gt1_frac: 0.2316
  syn2layout_area_growth_pct: 12.34
  final.fill_count: 16525
routing:
  detailroute.via_count: 38566
  ant_nets: 0
  drc_errors: 0
  first_iter_violations: 2674
  drt_pass1_iterations: 5
  post_drt_wl_per_cell_um: 28.35
  wirelength_um: 193500
  avgViaCountPerCell: 5.652
placed_design:
  pre_cts_ws_ns: 39.05
  numPlacedInstances: 6443
  gpl.final_weighted_congestion: 0.8824
  placement.io_buffers: 32
  dpl.hpwl_um: 117000
synth:
  syn-mean-instance-area_um2: 21.05
  synth.area.mux_share: 0.1452
  ys_async_sr_fraction: 0
  ys_ff: 2083
  post_synthesis_chip_area_from_yosys_um2: 80730
  synth_simple_gate_area_share: 0.03241
  mappedNetlistArea_um2: 80730
  ys_seq_share: 0.7705
  synth.comb.largest_family: "multiplexers"
  synth_area_in_compound_gates: 0.02801
  synth_cell_types: 62
  enable_flop_cells: 2048
  ys_cells: 3835
  synthCells: 3835
  yosys_warns: 1
  synth_top_flop_cell: "sky130_fd_sc_hd__edfxtp_1"
  synth.cellmix.xorXnorShare: 0.003487
  synthAdderAreaFrac: 0.002108
floorplanning:
  die_x_um: 451.2
  die_y_um: 451.2
  fp-utilization: 0.4035
  fp-row-count: 164
  fp.coreArea_um2: 200100
  floorplan.die_area_um2: 203600
  io_pins: 33
power_and_ir_drop:
  power.leakage_uw: 0.02707
  powerDensity_nw_per_um2: 36.80
  peakVddDrop_mv: 0.02743
  design_power_total_uw: 3337
flow_run:
  timing.max_cap.violations: 0
  warning_count: 32
hold_path:
  classification_of_the_worst_slack_hold_path: "flip-flop to flip-flop"
## cells in the final DEF (no fill, tap or decap), drive strengths merged, types with 77 or more instances in the layout
master  count
mux4      486
nand2      82
clkinv    106
nor2      295
buf       161
a22oi      80
mux2i      77
edfxtp   2048
clkbuf    258
o22ai     104
## report_power, final
part / switching, uW / internal, uW / total, uW
clock: 578 / 716 / 1290
combinational: 172 / 164 / 336
sequential: 7.53 / 1700 / 1710
## path summary, 6_finish.rpt
check | start | endpoint | depth (start not counted)
worst max-delay path | flip-flop | dout[7] | 12
worst min-delay path | word_cnt[2] | word_cnt[2] | 2
worst max register to register | wr_ptr[6] | word_cnt[6] | 12
worst min register to register | word_cnt[2] | word_cnt[2] | 2
## worst reg2reg max path: stages (launching register included)
cell and delay, ns:
sky130_fd_sc_hd__dfxtp_1 0.68, sky130_fd_sc_hd__xnor2_1 0.19, sky130_fd_sc_hd__nand4_1 0.26, sky130_fd_sc_hd__o31ai_4 0.29
sky130_fd_sc_hd__buf_4 0.30, sky130_fd_sc_hd__inv_2 0.21, sky130_fd_sc_hd__fa_1 0.42, sky130_fd_sc_hd__nand2b_1 0.18
sky130_fd_sc_hd__a21boi_0 0.27, sky130_fd_sc_hd__o211a_1 0.23, sky130_fd_sc_hd__nor4_1 0.06, sky130_fd_sc_hd__or3b_2 0.43
sky130_fd_sc_hd__a21oi_1 0.14
## flip-flops by register name, summed over array words and instances, names as in the netlist, named ones only
signal and count:
ram 2048, rd_ptr 9, word_cnt 9, wr_ptr 9
## cell type report
cell class              count  share of cell area
multi-input cells        1508              0.1890
diodes                      1          0.00002759
inverters                  11           0.0004553
clock buffers             258             0.05945
flip-flops and latches   2083              0.6860
clock inverters           121             0.01122
repair buffers            185             0.01719
well taps                2656             0.03665
## cells in the mapped netlist, drive strengths merged (9+ instances only)
| library cell | count | area share |
|---|---|---|
| nand4 | 10 | 0.00077 |
| a31oi | 22 | 0.0017 |
| ha | 12 | 0.0019 |
| a221oi | 16 | 0.0018 |
| buf | 131 | 0.013 |
| clkbuf | 102 | 0.0048 |
| nor2 | 295 | 0.014 |
| a211oi | 34 | 0.0032 |
| mux2i | 77 | 0.0095 |
| xor2 | 12 | 0.0013 |
| a22oi | 80 | 0.0075 |
| nor4 | 26 | 0.0022 |
| mux4 | 486 | 0.14 |
| nand2b | 10 | 0.00077 |
| a21oi | 25 | 0.0015 |
| nor2b | 9 | 0.00070 |
| nand2 | 82 | 0.0038 |
| edfxtp | 2048 | 0.76 |
| or2 | 18 | 0.0014 |
| xnor2 | 18 | 0.0022 |
| nand3 | 32 | 0.0020 |
| o22ai | 104 | 0.0081 |
| inv | 10 | 0.00047 |
| a22o | 16 | 0.0017 |
| nor3 | 76 | 0.0047 |
| dfxtp | 35 | 0.0087 |
## metrics by stage
stage | util | cell area [um2]
final | 0.4533 | 90690
after global routing | 0.4533 | 90680
after CTS | 0.4533 | 90680
after detailed placement | 0.4212 | 84270
after global placement | 0.4212 | 84270
after floorplan | - | 80730
## cell families after synthesis
kind of cell	count (synthesis)
multiplexers	563
XOR/XNOR	30
buffers and inverters	244
AND/OR/NAND/NOR	581
adder cells (fa/ha/maj)	13
flip-flops	2083
AND-OR/OR-AND	321
## routing by layer
metal  vias up  wire [um]
li1      16344          -
met1     19718      66620
met2      2169      89540
met3       327      30540
met4         8       6598
met5         -        156
