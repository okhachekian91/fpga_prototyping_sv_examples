--- flow/run.sh ---
#!/bin/bash
# OpenROAD 26Q1-2900-gdf79404cd8, Yosys 0.63+post, stock flow scripts
make -C /OpenROAD-flow-scripts/flow DESIGN_CONFIG=/design/flow/config.mk WORK_HOME=/design/flow/orfs finish
--- flow/config.mk ---
export PLATFORM = sky130hd
export DESIGN_NAME = fifo_asym
export DESIGN_NICKNAME = fifo_asym
export VERILOG_FILES = /design/flow/design.v
export SDC_FILE = /design/flow/constraint.sdc
export NUM_CORES = 4
export LEC_CHECK = 1
export CORE_UTILIZATION = 30
--- flow/constraint.sdc ---
current_design fifo_asym

set clk_period 111.0
set clk_io_pct 0.2

create_clock -name clk0 -period $clk_period [get_ports {clk}]

set non_clock_inputs [all_inputs -no_clocks]
set_input_delay [expr $clk_period * $clk_io_pct] -clock clk0 $non_clock_inputs
set_output_delay [expr $clk_period * $clk_io_pct] -clock clk0 [all_outputs]
--- flow/design.v ---
module fifo_asym # 
(
   parameter DWIDTH = 8,
   parameter AWIDTH = 8
)
(
   input  logic                clk,
   input  logic                rstn,
   input  logic [2*DWIDTH-1:0] din,
   input  logic                w_en,
   output logic [DWIDTH-1:0]   dout,
   input  logic 	       r_en,
   output logic                full,
   output logic                empty
);
   logic [2*DWIDTH-1:0] ram [0:2**AWIDTH-1];
   logic [AWIDTH:0]       wr_ptr;
   logic [AWIDTH+1:0]     rd_ptr;
   always_ff @(posedge clk)
   begin
      if (!rstn)
      begin
         wr_ptr   <= 'b0;
         rd_ptr   <= 'b0;
      end
      else
      begin
         if ((w_en) && (!full))
            wr_ptr      <= wr_ptr + 1;
         if ((r_en) && (!empty))
            rd_ptr     <= rd_ptr + 1;
      end
   end
   always_ff @(posedge clk)
   begin
      if (w_en)
         ram[wr_ptr[AWIDTH-1:0]] <= din;
   end
   assign dout = rd_ptr[0] ? ram[rd_ptr[AWIDTH:1]][2*DWIDTH-1:DWIDTH] :ram[rd_ptr[AWIDTH:1]][DWIDTH-1:0] ;
   assign full  = ((wr_ptr[AWIDTH] != rd_ptr[AWIDTH+1]) && (wr_ptr[AWIDTH-1:0] == rd_ptr[AWIDTH:1])) ? 1'b1 : 1'b0;
   assign empty = ((wr_ptr[AWIDTH] == rd_ptr[AWIDTH+1]) && (wr_ptr[AWIDTH-1:0] == rd_ptr[AWIDTH:1])) ? 1'b1 : 1'b0;
endmodule
==> flow_summary.yaml <==
# synthesis and place-and-route metrics
synth:
  netlist_area_um2: 160100
  ys_cells: 7807
  ys_chip_area_um2: 160100
  synthArstFlopShare_pct: 0
  edf_count: 4096
  flop_cell: "edfxtp_1"
  syn_avg_cell_area_um2: 20.51
  yosys_warnings: 1
  synth_flops: 4123
  synth_cells: 7807
  ys_seq_share_pct: 77.16
  synthDistinctLibCells: 61
clocking:
  ctsResizeCount: 0
  post_cts_buffers: 0
  clock_sinks: 4123
  cts_tree: "done"
  h-tree-depth: 5
  hold_buffers: 0
  root_buffer: "clkbuf_16"
  cts_buffers: 419
  insertion_delay_ns: 0.96
  cts_buffer_depth: 4
  clk_pin_slew_ns: 0.06
route:
  wl_um: 429800
  ant_nets: 0
  vias: 80250
  vias_per_cell: 5.132
  drtIter0Drc: 5335
  post_drt_wl_per_cell_um: 27.48
  drc: 0
  dr.pass1.iters: 6
timing:
  fin_crit_sh_pct: 27.20
  setup_viol: 0
  max-slew-margin-rel_pct: -5.159
  fin_crit_ns: 30.19
  fmax_mhz: 33.13
  rsz0062_at_grt: "no"
  worstMarginPinSlew_ns: 1.538
  fin_worst_skew_ns: 0.04217
  hold_ws_ns: 0.5659
  fin_tns_setup_ns: 0
  hold_viol: 0
  drv_slew: 2
critical_path:
  rrSetupSlack_ns: 107.51
  critical_path_class: "reg -> out"
  cp_slowest_stage_delay_ns: 0.76
  crit_chain: "buf_12, buf_12, buf_4, buf_4, buf_12, mux4_1, o22ai_1, a22oi_1, nand4_1, nand4_1, and3_1, clkdlybuf4s50_1"
  cp-end-kind: "primary output"
  cp_slowest_cell: "nand4_1"
  arrival_ns: 7.99
  crit_family: "buffers and inverters"
  path_buffers: 6
  worst_path_most_repeated_cell: "buf_12"
  crit_path_start_kind: "register"
  worstPathRequired_ns: 88.80
  crit_fanout: 89
cells_and_area:
  syn_to_final_growth_pct: 14.83
  fillers: 47760
  drive_above_1_share_pct: 20.90
  final_util_pct: 34.68
floorplan:
  core_um2: 530200
  io_pins: 30
  die_h_um: 732.5
  num_rows: 267
  fp_util_pct: 30.20
  chipWidth_um: 732.5
  dieArea_um2: 536600
grt:
  gr-usage-all-layers_pct: 16.93
  grt_pass1_wl_um: 614600
  overflow: 0
  grt_start_max_net_pins: 94
  antenna_found_initial: 21
  grt_pass1_vias: 87050
pwr:
  p_seq_share_pct: 53.4
  total_power_mw: 3.211
  p_leak_nw: 53.52
  pwr-share-comb_pct: 3.3
  p_sw_mw: 0.6538
  power_density_nw_per_um2: 17.47
  p_clk_share_pct: 43.3
  vdd_drop_max_v: 0.00001514
  p_sw_share_pct: 20.36
  p_int_mw: 2.557
placed_design:
  io_buffers: 29
  dpl.hpwl_um: 255400
  globalplace.congestion: 0.8935
run_status:
  violations: "capacitance limit, slew limit"
  outcome: "finished with violations"
job:
  tool_warnings: 29
  cap_violations: 1
hold_path:
  hold_path.class: "reg -> reg"
## cells by family after synthesis
group	share of synthesized area, %
DFF	77.16
xor gates and xnor gates	0.1313
adders and majority gates	0.03908
muxes	14.30
AOI/OAI and AO/OA	4.417
buffers and inverters	1.940
and+or+nand+nor	2.009
## metrics by stage
step	worst slack [ns]	area (um2)	std cells
after floorplan	86.64	160100	7807
after global placement	81.79	170100	14830
after detailed placement	81.73	170100	14830
after CTS	80.63	183800	15600
after global routing	80.35	183800	15630
final	80.81	183800	15640
## layer usage
metal  vias to the layer above  share of wire (%)  track usage, %
li1                      33870                  -               -
met1                     40170                 31           16.98
met2                      5375                 46           25.26
met3                       789                 19           14.96
met4                        46                4.0           5.170
met5                         -               0.37           2.626
## worst min-delay path, stage by stage, from the launching register on
cell and delay, ns:
dfxtp_1 0.33, o21ai_0 0.07, a21boi_0 0.10
## cell usage after synthesis, drive strengths merged, types with 5 or more instances
master   instances  area share [%]
o21ai          142            0.44
a211oi          20           0.097
a2111oi         18            0.11
nor4b            7           0.038
xnor2            7           0.038
xor2            17           0.093
dfxtp           27            0.34
nand3b           5           0.023
a22oi           45            0.21
o311ai           7           0.038
nor3b            5           0.023
inv             10           0.023
nor2           339            0.79
and2            20           0.078
o22ai          198            0.77
buf            266             1.4
nor4            35            0.14
o221ai         368             2.0
nor3            45            0.14
nand4           45            0.18
nand3           49            0.15
ha               5           0.039
nor2b           22           0.086
clkbuf         214            0.50
nand2b           9           0.035
edfxtp        4096              77
o31ai           14           0.066
or3             12           0.047
nand2           85            0.20
and3            11           0.043
mux4           654             9.3
mux2i          801             5.0
a21oi          189            0.59
## state kept, by name, indices dropped and copies added (netlist names), named ones only
name    cells
ram      4096
rd_ptr     10
wr_ptr      9
## path summary, 6_finish.rpt
path	depth (start not counted)	to	start
hold reg to reg	2	rd_ptr[8]$_SDFFE_PN0P_	rd_ptr[8]$_SDFFE_PN0P_
hold / removal	2	rd_ptr[8]$_SDFFE_PN0P_	rd_ptr[8]$_SDFFE_PN0P_
setup / recovery	12	dout[3]	register
setup reg to reg	4	ram[162][10]$_DFFE_PP_	wr_ptr[5]$_SDFFE_PN0P_
## power groups by stage
stage	Combinational, mW	Clock [mW]	Sequential, mW
after CTS	0.108	1.41	1.71
after global routing	0.115	1.47	1.71
final	0.107	1.39	1.71
## area by class of cell
class,count,area [um2],area share [%]
Antenna cell,35,87.58,0.04764
Clock inverter,262,2584,1.405
Tap cell,6994,8751,4.760
Inverter,10,45.04,0.02450
Timing Repair Buffer,507,4059,2.208
Sequential cell,4123,123600,67.21
Multi-Input combinational cell,3194,33730,18.35
Clock buffer,512,11030,6.002
## cells in the final DEF (no fill, tap or decap), drive strengths merged, types with 7 or more instances in the layout
cell / n
inv: 23
o221ai: 368
a211oi: 20
nand3: 49
nor3: 45
a22oi: 45
nor2: 339
mux4: 654
nand2: 85
a21oi: 189
diode: 35
clkdlybuf4s50: 13
nor2b: 22
mux2i: 801
o31ai: 14
clkbuf: 512
nand4: 45
bufinv: 45
o311ai: 7
o21ai: 142
and2: 20
nand2b: 9
xnor2: 7
a2111oi: 18
xor2: 17
o22ai: 198
dfxtp: 27
buf: 494
clkinvlp: 11
nor4: 35
clkinv: 193
edfxtp: 4096
or3: 12
nor4b: 7
and3: 11
Power is estimated from default activity; no workload was simulated.
