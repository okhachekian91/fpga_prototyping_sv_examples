### /design/flow/config.mk
export PLATFORM = sky130hd
export DESIGN_NAME = fifo_fwft_wrap
export DESIGN_NICKNAME = fifo_fwft_wrap
export VERILOG_FILES = /design/flow/design.v
export SDC_FILE = /design/flow/constraint.sdc
export NUM_CORES = 4
export LEC_CHECK = 1
export CORE_UTILIZATION = 50
### /design/flow/constraint.sdc
current_design fifo_fwft_wrap

set clk_period 38.2
set clk_io_pct 0.2

create_clock -name clk0 -period $clk_period [get_ports {clk}]

set non_clock_inputs [all_inputs -no_clocks]
set_input_delay [expr $clk_period * $clk_io_pct] -clock clk0 $non_clock_inputs
set_output_delay [expr $clk_period * $clk_io_pct] -clock clk0 [all_outputs]
### /design/flow/design.v
module fifo # 
(
   parameter DWIDTH = 8,
   parameter AWIDTH = 8
)
(
   input  logic              clk,
   input  logic              rstn,
   input  logic [DWIDTH-1:0] din,
   input  logic              w_en,
   output logic [DWIDTH-1:0] dout,
   input  logic 	     r_en,
   output logic              full,
   output logic              empty
);
   logic [DWIDTH-1:0] ram [0:2**AWIDTH-1];
   logic [AWIDTH:0]   wr_ptr;
   logic [AWIDTH:0]   rd_ptr;
   always_ff @(posedge clk)
   begin
      if (!rstn)
      begin
         wr_ptr   <= 'b0;
         rd_ptr   <= 'b0;
         dout     <= 'b0;
      end
      else
      begin
         if ((w_en) && (!full))
            wr_ptr      <= wr_ptr + 1;
         if ((r_en) && (!empty))
         begin
            rd_ptr     <= rd_ptr + 1;
            dout       <= ram[rd_ptr[AWIDTH-1:0]];
         end
      end
   end
   always_ff @(posedge clk)
   begin
      if (w_en)
         ram[wr_ptr[AWIDTH-1:0]] <= din;
   end
   assign full  = ((wr_ptr[AWIDTH] != rd_ptr[AWIDTH]) && (wr_ptr[AWIDTH-1:0] == rd_ptr[AWIDTH-1:0])) ? 1'b1 : 1'b0;
   assign empty = ((wr_ptr[AWIDTH] == rd_ptr[AWIDTH]) && (wr_ptr[AWIDTH-1:0] == rd_ptr[AWIDTH-1:0])) ? 1'b1 : 1'b0;
endmodule
module fifo_fwft_wrap #
(
   parameter DWIDTH = 8,
   parameter AWIDTH = 8
)
(
   input  logic               clk,
   input  logic               rstn,
   input  logic [DWIDTH-1:0]  din,
   input  logic               w_en,
   output logic [DWIDTH-1:0]  dout,
   input  logic               r_en,
   output logic               full,
   output logic               empty
);
   logic         empty_dly;
   logic         fwft_rd_en;
   logic         first_rd;
   always_ff @(posedge clk)
   begin
      if (!rstn)
         empty_dly <= 1'b0;
      else
         empty_dly <= empty;
   end
   always_ff @(posedge clk)
   begin
      if (!rstn)
         first_rd <= 1'b1;
      else if (fwft_rd_en)
         first_rd <= 1'b0;
   end
   assign fwft_rd_en = (!empty && empty_dly && first_rd) || r_en; 
   fifo #
   (
      .DWIDTH          (DWIDTH),
      .AWIDTH          (AWIDTH)
   ) u_fifo
   (
      .clk             (clk),
      .rstn            (rstn),
      .din             (din),
      .w_en            (w_en),
      .dout            (dout),
      .r_en            (fwft_rd_en),
      .full            (full),
      .empty           (empty)
   );
endmodule
### /design/flow/run.sh
#!/bin/bash
# OpenROAD 26Q1-2900-gdf79404cd8, Yosys 0.63+post, stock flow scripts
make -C /OpenROAD-flow-scripts/flow DESIGN_CONFIG=/design/flow/config.mk WORK_HOME=/design/flow/orfs finish
==> flow_metrics.env <==
# yosys + openroad results
export IMPL_wirelength_mm=217
export IMPL_slowest_delay_ps=760
export IMPL_place_hpwl_mm=134
export IMPL_io_pins=22
export IMPL_grt_pass1_wl_mm=311
export IMPL_rsz0062_at_grt="no"
export IMPL_drc_errors=0
export IMPL_cts_tree="built"
export IMPL_ys_cells=3865
export IMPL_drt_iter0_drc=2736
export IMPL_clockBufferDepth=3
export IMPL_yosysWarnings=2
export IMPL_ys_sh_adder_pct=0.0773
export IMPL_max_freq_mhz=89.6
export IMPL_drv_cap=0
export IMPL_finalInstanceArea_um2=90200
export IMPL_hold_ws_ps=486
export IMPL_fin_crit_sh_pct=29.2
export IMPL_n_fill_cell=11800
export IMPL_tool_warnings=32
export IMPL_vias=39400
export IMPL_arrival_ps=3520
export IMPL_regToRegSetupSlack_ps=32520
export IMPL_ir_drop_mv=0.0513
export IMPL_cts_root_buf="clkbuf_16"
export IMPL_gp_congestion=0.970
export IMPL_syn_cell_area_um2=80900
export IMPL_ant_nets=0
export IMPL_holdBufCountCts=0
export IMPL_layout_min_cycle_time_ps=11160
export IMPL_setup_tns_ps=0
export IMPL_grt_overflow=0
export IMPL_area_growth_pct=11.5
export IMPL_pwr_density_cell_nw_per_um2=60.2
export IMPL_post_cts_buffers=0
export IMPL_topCombFamilyByArea="multiplexers"
export IMPL_via_per_inst=6.23
export IMPL_grt_max_degree=101
export IMPL_path_cells="xor2_1 > nor4_1 > nand2_1 > nor2_1 > clkdlybuf4s50_1"
export IMPL_hp_class="flip-flop to flip-flop"
export IMPL_finalClockSkew_ps=59.4
export IMPL_ys_sh_simple_pct=2.81
export IMPL_status="completed"
export IMPL_crit_fanout=40
export IMPL_cts_htree_levels=4
export IMPL_ys_sh_mux_pct=15.5
export IMPL_fp_dieW_um=404
export IMPL_async_reset_ff_share_pct=0
export IMPL_pre_cts_slack_ps=27690
export IMPL_cts_resized=0
export IMPL_ys_ff=2076
export IMPL_ys_flop_type="edfxtp_1"
export IMPL_path_clk_slew_ps=60
export IMPL_place_area_um2=83600
export IMPL_num_rows=147
export IMPL_core_um2=161000
export IMPL_floorplan_die_area_um2=163000
export IMPL_wl_per_cell_um=34.3
export IMPL_instances_no_fill=6319
export IMPL_cp_slowest_cell="dfxtp_4"
export IMPL_antenna_found_initial=7
export IMPL_yosys_area_share_xor_xnor_pct=0.271
export IMPL_ys_seq_share_pct=76.7
export IMPL_cp_end_kind="primary output"
export IMPL_grt_usage_pct=30.7
export IMPL_report_final_setup_viol=0
export IMPL_hold_violations=0
export IMPL_cts_sinks=2076
export IMPL_leakagePower_uw=0.0272
export IMPL_placedCellCount=5938
export IMPL_ys_area_um2=80900
export IMPL_synth_cell_types=70
export IMPL_start_kind="flip-flop"
export IMPL_grt_pass1_vias=43100
export IMPL_dieHeight_um=404
export IMPL_firstDrtPassIters=5
export IMPL_drv_slew=0
export IMPL_clock_latency_ps=820
export IMPL_critPathRequiredTime_ps=30560
export IMPL_cts_buffers=202
export IMPL_relSlewSlack_pct=34.7
export IMPL_synth_area_per_cell_um2=20.9
export IMPL_fin_ws_ps=27040
export IMPL_synthAoiAreaFrac_pct=2.91
export IMPL_drive_above_1_share_pct=22.9
export IMPL_worstMarginPinSlew_ps=975
export IMPL_edf_count=2048
export IMPL_portBuffers=21
export IMPL_fp_util_pct=50.4
export IMPL_synth_cells=3865
export IMPL_critPathKind="flip-flop to primary output"
logic make-up after synthesis:
kind of cell,Yosys count
buffers and inverters,250
xor gates and xnor gates,25
AOI/OAI and AO/OA,334
muxes,649
and+or+nand+nor,526
adders and majority gates,5
DFF,2076
cell usage after synthesis (22+ instances only):
| cell | instances | area (µm²) |
|---|---|---|
| nor2_1 | 294 | 1100 |
| mux4_2 | 480 | 10800 |
| nand3_1 | 52 | 260 |
| dfxtp_1 | 28 | 561 |
| buf_6 | 24 | 270 |
| nand2_1 | 87 | 327 |
| buf_4 | 28 | 210 |
| a22oi_1 | 63 | 473 |
| buf_2 | 64 | 320 |
| clkbuf_1 | 102 | 383 |
| o221ai_1 | 31 | 272 |
| mux2i_1 | 159 | 1590 |
| and2_1 | 22 | 138 |
| o21ai_0 | 39 | 195 |
| edfxtp_1 | 2048 | 61500 |
| a21oi_1 | 63 | 315 |
through the flow:
stage          util, %  power (µW)
6_report          56.2        5430
5_1_grt           56.2        5620
4_1_cts           56.2        5470
3_5_place_dp      52.1        3510
3_3_place_gp      52.1        3510
2_1_floorplan        -        3240
registers in the layout, summed over array words and instances, names as in the netlist:
register	flops
u_fifo.dout	8
first_rd	1
empty_dly	1
u_fifo.wr_ptr	9
u_fifo.ram	2048
u_fifo.rd_ptr	9
per-layer routing:
metal / vias to the layer above / wire length [µm] / track usage [%]
li1: 16300 / - / -
met1: 20100 / 71300 / 42.3
met2: 2571 / 98100 / 41.4
met3: 380 / 40100 / 24.7
met4: 24 / 6700 / 6.92
met5: - / 370 / 1.16
critical path: cells and delay by family, from the launching register on:
family                 cells  cell delay [ps]
buffers and inverters      1              560
flip-flops                 1              760
XOR/XNOR                   1              150
AND/OR/NAND/NOR            3             1200
cells in the final DEF, fill, tap and decap left out, types with 6 or more instances in the layout:
cell	netlist	layout
dfxtp_1	28	22
edfxtp_1	2048	2048
clkinv_2	0	41
a22oi_1	63	63
clkinv_1	2	35
and2_1	22	21
clkbuf_16	0	205
o21ai_1	7	7
nand4_1	6	6
nor2_1	294	292
buf_4	28	129
a2111oi_0	6	6
nand2_1	87	87
clkbuf_8	0	11
nor3_1	14	14
a31oi_1	9	8
clkinvlp_4	0	10
o22ai_1	17	17
bufinv_16	0	21
a221oi_1	20	20
o21ai_0	39	39
mux2i_1	159	159
a211oi_1	21	21
xnor2_1	13	13
a22o_1	15	15
clkdlybuf4s50_1	0	13
a21oi_1	63	63
o211ai_1	7	7
mux2_2	10	10
mux4_2	480	480
nor2b_1	21	18
nand2b_1	7	7
xor2_1	12	12
clkbuf_1	102	48
o221ai_1	31	31
nand3_1	52	49
final timing paths:
kind | to | cells after the start | startpoint
worst min-delay path | first_rd | 2 | first_rd
worst max-delay path | full | 5 | u_fifo.rd_ptr[1]
worst max register to register | u_fifo.dout[5] | 11 | u_fifo.rd_ptr[0]
worst min register to register | first_rd | 2 | first_rd
power breakdown:
part	internal [µW]	leakage (µW)	switching, µW
Clock	1140	0.00321	842
Sequential	2510	0.0186	22.4
Combinational	423	0.00539	501
Total	4070	0.0272	1370
final cells by class:
class,count,area (µm²),area share (%)
Clock inverter,121,1240,1.38
Sequential cell,2076,62100,68.8
Timing Repair Buffer,155,1310,1.45
Clock buffer,256,5350,5.93
Tap cell,2160,2700,3.00
Antenna cell,4,10.0,0.0111
Multi-Input combinational cell,1539,17500,19.4
Inverter,8,35.0,0.0388
Power and IR drop assume default switching activity.
